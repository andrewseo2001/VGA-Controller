`/design/flow/design.v`:
```
`timescale 1ns / 1ps
module clock_divider(
input wire clk,  
output reg divided_clk = 0  
);
localparam div_value = 1; 
integer counter_value=0;  
always@ (posedge clk)  
begin
    if (counter_value  == div_value)
        counter_value <= 0;  
    else
        counter_value <= counter_value + 1;
end
always@ (posedge clk)
begin
    if (counter_value == div_value)
        divided_clk <= ~divided_clk;  
    else
        divided_clk <= divided_clk;  
end
endmodule
`timescale 1ns / 1ps
module horizontal_counter(
    input clk_25Mhz,
    output reg enable_V_Counter = 0,
    output reg [15:0] H_Count_Value = 0
    );
     always@(posedge clk_25Mhz) begin
        if(H_Count_Value < 799)begin
        H_Count_Value <= H_Count_Value + 1;
        enable_V_Counter <= 0;  
        end
        else begin 
            H_Count_Value <= 0;  
            enable_V_Counter <= 1;  
        end
     end
endmodule
`timescale 1ns / 1ps
module top(
    input clk,
    output Hsynq,
    output Vsynq,
    output [3:0] Red,
    output [3:0] Green,
    output [3:0] Blue
    );
wire clk_25Mhz;
wire enable_V_Counter;
wire [15:0] H_Count_Value;
wire [15:0] V_Count_Value;
clock_divider VGA_Clock_gen (clk, clk_25Mhz);
horizontal_counter VGA_Horiz (clk_25Mhz, enable_V_Counter, H_Count_Value);
vertical_counter VGA_Verti (clk_25Mhz, enable_V_Counter, V_Count_Value);
assign Hsynq = (H_Count_Value < 96) ? 1'b1:1'b0;
assign Vsynq = (V_Count_Value < 2) ? 1'b1:1'b0;  
assign Red = (H_Count_Value < 784 && H_Count_Value > 143 && V_Count_Value < 515 && V_Count_Value > 34) ? 4'hF:4'h0;
assign Green = (H_Count_Value < 784 && H_Count_Value > 143 && V_Count_Value < 515 && V_Count_Value > 34) ? 4'hF:4'h0;
assign Blue = (H_Count_Value < 784 && H_Count_Value > 143 && V_Count_Value < 515 && V_Count_Value > 34) ? 4'hF:4'h0;
endmodule
`timescale 1ns / 1ps
module vertical_counter(
    input clk_25Mhz,
    input enable_V_Counter,
    output reg [15:0] V_Count_Value = 0
    );
     always@(posedge clk_25Mhz) begin
         if( enable_V_Counter == 1'b1) begin
            if(V_Count_Value < 524)  
                V_Count_Value <= V_Count_Value + 1;  
            else  
                V_Count_Value <= 0;  
        end
     end   
endmodule
```
`/design/flow/config.mk`:
```
export PLATFORM = sky130hd
export DESIGN_NAME = top
export DESIGN_NICKNAME = top
export VERILOG_FILES = /design/flow/design.v
export SDC_FILE = /design/flow/constraint.sdc
export NUM_CORES = 4
export LEC_CHECK = 1
export CORE_UTILIZATION = 30
```
`/design/flow/constraint.sdc`:
```
current_design top

set clk_period 5.5
set clk_io_pct 0.2

create_clock -name clk0 -period $clk_period [get_ports {clk}]

set non_clock_inputs [all_inputs -no_clocks]
set_input_delay [expr $clk_period * $clk_io_pct] -clock clk0 $non_clock_inputs
set_output_delay [expr $clk_period * $clk_io_pct] -clock clk0 [all_outputs]
```
`/design/flow/run.sh`:
```
#!/bin/bash
# OpenROAD 26Q1-2900-gdf79404cd8, Yosys 0.63+post, stock flow scripts
make -C /OpenROAD-flow-scripts/flow DESIGN_CONFIG=/design/flow/config.mk WORK_HOME=/design/flow/orfs finish
```
==> report_table.html <==
<h3>Run summary</h3>
<table>
<tr><th>Metric</th><th>Value</th></tr>
<tr><th colspan="2">Synthesis</th></tr>
<tr><td>Most repeated cell in the gate-level netlist after synthesis</td><td>sky130_fd_sc_hd__dfxtp_1</td></tr>
<tr><td>Post-synth top flop</td><td>sky130_fd_sc_hd__dfxtp_1</td></tr>
<tr><td>Cell count after synthesis</td><td>between 200 and 300</td></tr>
<tr><td>Avg Inst Size Synth</td><td>~10 µm²</td></tr>
<tr><td>Main area contributors after synthesis</td><td>sky130_fd_sc_hd__dfxtp_1, sky130_fd_sc_hd__edfxtp_1, sky130_fd_sc_hd__xnor2_1, sky130_fd_sc_hd__nor2_1, sky130_fd_sc_hd__nand3_1</td></tr>
<tr><td>Yosys chip area</td><td>0.00286 mm²</td></tr>
<tr><td>Post-Syn Area</td><td>0.00286 mm²</td></tr>
<tr><td>Cell count listed in synth_stat.txt</td><td>approximately 280</td></tr>
<tr><td>Post-synthesis sequential area ratio</td><td>~52%</td></tr>
<tr><td>Post-synth EDFFs</td><td>17</td></tr>
<tr><td>Leading cell types by count after synthesis</td><td>sky130_fd_sc_hd__dfxtp_1, sky130_fd_sc_hd__nor2_1, sky130_fd_sc_hd__xnor2_1</td></tr>
<tr><td>Distinct cell type count of the synthesized netlist</td><td>36</td></tr>
<tr><td>Flop and latch count out of synthesis</td><td>around 66</td></tr>
<tr><td>Area share of the leading cell type in the synthesized netlist</td><td>34.3%</td></tr>
<tr><td>Fraction of registers with async set or reset after synthesis</td><td>0%</td></tr>
<tr><td>Dominant cell type by area after synthesis</td><td>sky130_fd_sc_hd__dfxtp_1</td></tr>
<tr><td>Synth warnings</td><td>3</td></tr>
<tr><th colspan="2">Timing</th></tr>
<tr><td>Minimum period implied by the final worst setup slack</td><td>1.79 ns</td></tr>
<tr><td>Number of register pins that no clock reaches</td><td>33</td></tr>
<tr><td>Hold slack final</td><td>0.466 ns</td></tr>
<tr><td>Worst slew slack as a fraction of its limit</td><td>53.5%</td></tr>
<tr><td>Highest clock rate</td><td>roughly 0.56 GHz</td></tr>
<tr><td>Setup violation total in the final timing report</td><td>0</td></tr>
<tr><td>Number of max-slew violations in the final report</td><td>0</td></tr>
<tr><td>Period Utilization, post-route</td><td>32.5%</td></tr>
<tr><td>Total negative slack</td><td>0 ns</td></tr>
<tr><td>Endpoints left unconstrained</td><td>around 51</td></tr>
<tr><td>Final setup margin</td><td>3.71 ns</td></tr>
<tr><td>Hold violation count in the final report</td><td>0</td></tr>
<tr><td>Slew at the pin closest to its max-slew limit</td><td>0.696 ns</td></tr>
<tr><td>Setup skew after layout</td><td>0.00174 ns</td></tr>
<tr><td>Unrepaired setup endpoints after global routing</td><td>no</td></tr>
<tr><th colspan="2">Floorplanning</th></tr>
<tr><td>Area inside the core boundary</td><td>about 0.0092 mm²</td></tr>
<tr><td>Floorplan row count</td><td>35</td></tr>
<tr><td>Die Area</td><td>0.00993 mm²</td></tr>
<tr><td>Core utilization before placement</td><td>31.0%</td></tr>
<tr><td>Floorplan die height</td><td>99.7 µm</td></tr>
<tr><td>Floorplan die width</td><td>99.7 µm</td></tr>
<tr><td># IOs</td><td>15</td></tr>
<tr><th colspan="2">Setup path</th></tr>
<tr><td>Worst setup EP type</td><td>register</td></tr>
<tr><td>Worst setup path class</td><td>register to register</td></tr>
<tr><td>Required time at the worst-slack endpoint</td><td>5.67 ns</td></tr>
<tr><td>FF-to-FF setup slack</td><td>3.71 ns</td></tr>
<tr><td>Maximum fanout encountered on the critical timing path</td><td>6</td></tr>
<tr><td>Maximum cell stage delay along the critical path</td><td>0.50 ns</td></tr>
<tr><td>Ordered list of cells on the worst path</td><td>ha_1 &gt; nand3_2 &gt; nor4_1 &gt; nand4_1 &gt; xnor2_1</td></tr>
<tr><td>Startpoint Class</td><td>register</td></tr>
<tr><td>Data arrival, critical path</td><td>1.95 ns</td></tr>
<tr><td>Critical Path Slowest Stage Cell</td><td>sky130_fd_sc_hd__nor4_1</td></tr>
<tr><th colspan="2">Hold path</th></tr>
<tr><td>Worst Hold Class</td><td>register to register</td></tr>
<tr><th colspan="2">Place</th></tr>
<tr><td>Worst Setup Slack post-DPL</td><td>3.77 ns</td></tr>
<tr><td>Tally of buffers added on design ports</td><td>14</td></tr>
<tr><td>HPWL Detailed</td><td>3180 µm</td></tr>
<tr><td>Routability-driven placement congestion ratio</td><td>0.807</td></tr>
<tr><th colspan="2">Pwr</th></tr>
<tr><td>Worst-case vdd ir drop</td><td>0.169 mV</td></tr>
<tr><td>Leakage component of the power</td><td>1.06 nW</td></tr>
<tr><td>Power density over the cells</td><td>131 mW/mm²</td></tr>
<tr><th colspan="2">Detailed routing</th></tr>
<tr><td>Drt pass-1 iters</td><td>4</td></tr>
<tr><td>Count of inserted antenna diode cells</td><td>0</td></tr>
<tr><td>Number of design rule violations left after detail routing</td><td>0</td></tr>
<tr><td>Wire length reported by the detailed router</td><td>4400 µm</td></tr>
<tr><td>Number of DRC markers after the initial detailed-route iteration</td><td>41</td></tr>
<tr><td>Routed vias</td><td>1911</td></tr>
<tr><td>Avg WL per Cell</td><td>just over 10 µm</td></tr>
<tr><td>Count of antenna-violating nets left after detailed routing</td><td>0</td></tr>
<tr><td>Avg Vias per Cell</td><td>4.51</td></tr>
<tr><th colspan="2">GRT</th></tr>
<tr><td>Vias in the first global route</td><td>1672</td></tr>
<tr><td>Total routing resource utilization after global routing</td><td>roughly a tenth</td></tr>
<tr><td>Maximum number of pins on one net before global-route repair</td><td>34</td></tr>
<tr><td>Wire length of the first global-routing pass</td><td>roughly 7600 µm</td></tr>
<tr><td>Antenna violations before repair</td><td>0</td></tr>
<tr><td>Grt ovf</td><td>0</td></tr>
<tr><th colspan="2">Cells and area</th></tr>
<tr><td>Share of the core filled with cells</td><td>a little over a third</td></tr>
<tr><td>Filler cells</td><td>902</td></tr>
<tr><td>Growth of design area from synthesis to finish</td><td>12.2%</td></tr>
<tr><td>Fraction of layout instances using a drive strength above 1</td><td>under 10%</td></tr>
<tr><th colspan="2">Clock tree</th></tr>
<tr><td>Number of setup buffers added after CTS</td><td>0</td></tr>
<tr><td>Htree depth</td><td>2</td></tr>
<tr><td>Hold buffer count at cts</td><td>0</td></tr>
<tr><td>Root buffer cell</td><td>sky130_fd_sc_hd__clkbuf_8</td></tr>
<tr><td>Clock slew seen by the registers of the worst setup and hold paths</td><td>about 0.060 ns</td></tr>
<tr><td>TritonCTS clock tree</td><td>built</td></tr>
<tr><td>Number of buffers created by CTS</td><td>5</td></tr>
<tr><td>Deepest clock path buffer count</td><td>2</td></tr>
<tr><td>Source-to-sink clock delay at the later pin of the worst-skew pair</td><td>around 0.28 ns</td></tr>
<tr><td>Number of gates resized after CTS</td><td>0</td></tr>
<tr><th colspan="2">Status</th></tr>
<tr><td>Status</td><td>completed</td></tr>
<tr><th colspan="2">Flow run</th></tr>
<tr><td>Total of max-cap violations</td><td>0</td></tr>
<tr><td>Count of tool warnings</td><td>26</td></tr>
</table>
worst paths after layout:
check,from,depth (start not counted),end
worst max-delay path,VGA_Clock_gen.counter_value[0],5,VGA_Clock_gen.counter_value[16]
worst min-delay path,VGA_Clock_gen.counter_value[31],1,VGA_Clock_gen.counter_value[31]
worst max register to register,VGA_Clock_gen.counter_value[0],5,VGA_Clock_gen.counter_value[16]
worst min register to register,VGA_Clock_gen.counter_value[31],1,VGA_Clock_gen.counter_value[31]
layer usage:
| metal | vias up | wire length, µm | GRT usage, % |
|---|---|---|---|
| met5 | - | 0 | 0 |
| met1 | 891 | 2350 | 15.8 |
| met3 | 4 | 123 | 1.72 |
| met4 | 0 | 31 | 0.792 |
| li1 | 983 | - | - |
| met2 | 33 | 1890 | 14.1 |
registers in the layout, indices dropped and copies added (netlist names):
name,flops
VGA_Clock_gen.divided_clk,1
VGA_Clock_gen.counter_value,32
VGA_Verti.V_Count_Value,16
VGA_Horiz.enable_V_Counter,1
VGA_Horiz.H_Count_Value,16
stage by stage:
stage                     power, mW  std cells  instance area (µm²)
final                         0.419        424                 3210
after global placement        0.247        417                 3120
after detailed placement      0.247        417                 3120
after floorplan               0.247        288                 2900
after CTS                     0.425        424                 3210
after global routing          0.433        424                 3210
worst max-delay path, delay by kind of cell (launching register included):
kind,cells,cell delay (ns)
simple gates,3,0.87
flops,1,0.41
fa+ha+maj,1,0.25
xor+xnor,1,0.15
cells in the final DEF, fill, tap and decap left out, types with 5 or more instances in the layout:
cell,count
sky130_fd_sc_hd__nor4_1,12
sky130_fd_sc_hd__conb_1,12
sky130_fd_sc_hd__and3_1,5
sky130_fd_sc_hd__nor2_1,36
sky130_fd_sc_hd__xor2_1,10
sky130_fd_sc_hd__nand3_1,18
sky130_fd_sc_hd__nand4_1,13
sky130_fd_sc_hd__nand2_1,18
sky130_fd_sc_hd__dfxtp_1,49
sky130_fd_sc_hd__nor3_1,8
sky130_fd_sc_hd__clkdlybuf4s50_1,14
sky130_fd_sc_hd__edfxtp_1,17
sky130_fd_sc_hd__clkbuf_8,6
sky130_fd_sc_hd__inv_1,8
sky130_fd_sc_hd__xnor2_1,34
cells by family after synthesis:
group	count (synthesis)	synth area share, %
flops	66	52.1
simple gates	129	25.9
xor+xnor	44	13.5
compound gates	9	2.01
fa+ha+maj	4	1.75
buf+inv	24	4.59
other cells	1	0.131
power by group:
| group | internal (mW) | total, mW | switching [mW] |
|---|---|---|---|
| sequential | 0.241 | 0.241 | 0 |
| combinational | 0 | 0.000780 | 0.000779 |
| clock | 0.0991 | 0.177 | 0.0782 |
| total | 0.340 | 0.419 | 0.0790 |
layout make-up:
| cell class | instances | area, µm² | share of cell area, % |
|---|---|---|---|
| Timing Repair Buffer | 16 | 155 | 4.83 |
| Inverter | 8 | 30.0 | 0.935 |
| Multi-Input combinational cell | 198 | 1290 | 40.1 |
| Sequential cell | 66 | 1490 | 46.5 |
| Clock buffer | 7 | 86.3 | 2.69 |
| Tap cell | 129 | 161 | 5.03 |
Power and IR drop assume default switching activity.
